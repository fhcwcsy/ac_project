**flow/constraint.sdc**
```tcl
current_design CHIP

set clk_period 27.2
set clk_io_pct 0.2

create_clock -name clk0 -period $clk_period [get_ports {clk}]

set non_clock_inputs [all_inputs -no_clocks]
set_input_delay [expr $clk_period * $clk_io_pct] -clock clk0 $non_clock_inputs
set_output_delay [expr $clk_period * $clk_io_pct] -clock clk0 [all_outputs]
```
**flow/run.sh**
```bash
#!/bin/bash
# OpenROAD 26Q1-2900-gdf79404cd8, Yosys 0.63+post, stock flow scripts
make -C /OpenROAD-flow-scripts/flow DESIGN_CONFIG=/design/flow/config.mk WORK_HOME=/design/flow/orfs finish
```
**flow/config.mk**
```make
export PLATFORM = sky130hd
export DESIGN_NAME = CHIP
export DESIGN_NICKNAME = CHIP
export VERILOG_FILES = /design/flow/design.v
export SDC_FILE = /design/flow/constraint.sdc
export NUM_CORES = 4
export LEC_CHECK = 1
export CORE_UTILIZATION = 30
```
**flow/design.v**
```verilog
module CHIP(clk,
            rst_n,
            mem_wen_D,
            mem_addr_D,
            mem_wdata_D,
            mem_rdata_D,
            mem_addr_I,
            mem_rdata_I);
    input         clk, rst_n ;
    output        mem_wen_D  ;
    output [31:0] mem_addr_D ;
    output [31:0] mem_wdata_D;
    input  [31:0] mem_rdata_D;
    output [31:0] mem_addr_I ;
    input  [31:0] mem_rdata_I;
    reg    [31:0] PC          ;               
    wire   [31:0] PC_nxt      ;               
    reg          regWrite    ;               
    wire   [ 4:0] rs1, rs2, rd;               
    wire   [31:0] rs1_data    ;               
    wire   [31:0] rs2_data    ;               
    reg   [31:0] rd_data     ;               
    reg_file reg0(                            
        .clk(clk),                            
        .rst_n(rst_n),                        
        .wen(regWrite),                       
        .a1(rs1),                             
        .a2(rs2),                             
        .aw(rd),                              
        .d(rd_data),                          
        .q1(rs1_data),                        
        .q2(rs2_data));                       
	localparam OP_LW = 		7'b0000011;
	localparam OP_I_TYPE = 	7'b0010011;
	localparam OP_AUIPC =	7'b0010111;
	localparam OP_SW =		7'b0100011;
	localparam OP_R_TYPE =	7'b0110011;
	localparam OP_BEQ =		7'b1100011;
	localparam OP_JALR =	7'b1100111;
	localparam OP_JAL =		7'b1101111;
	localparam RegSrc_ALU = 2'b00;
	localparam RegSrc_PC_4 = 2'b01;
	localparam RegSrc_Mem = 2'b10;
	wire [31:0] ins;
	assign ins = mem_rdata_I;
    reg 			ctrl_beq, ctrl_jal, ctrl_jalr;	 
	reg [1:0]		ctrl_regSrc;	 
	reg [1:0]		ctrl_aluOp;		 
	reg [1:0]		ctrl_aluSrc;	 
	reg 			ctrl_mulValid;
	reg				ctrl_mem_wen_D;
    reg [31:0]     immGen_out;      
	wire [31:0]		alu_A, alu_B;
    reg [31:0]     alu_out;
    wire            alu_zero;
	reg [2:0]		alu_input;
	reg [31:0]		alu_regSrc;
	wire [31:0]		shift_out;
    wire [31:0]     mul_out;
    wire            mul_done;
    wire [31:0]     pc_jump;
	wire			pc_jump_sel;
    assign pc_jump = PC + immGen_out;
	assign pc_jump_sel = ctrl_jal | ( ctrl_beq & alu_zero );
    assign PC_nxt = ctrl_jalr ? alu_out : ( pc_jump_sel ? pc_jump : ( mul_done ? PC + 32'd4 : PC )  );
    assign mem_addr_I = PC;
	assign mem_addr_D = alu_out;
	assign mem_wdata_D = rs2_data;
	assign mem_wen_D = ctrl_mem_wen_D;
    always @(*) begin
		ctrl_mem_wen_D = 1'b0;
		ctrl_regSrc = 3'b000;
		ctrl_aluOp = 2'b00;
		ctrl_aluSrc = 2'b00;
		regWrite = 1'b0;
		ctrl_beq = 1'b0;
		ctrl_jal = 1'b0;
		ctrl_jalr = 1'b0;
		case ( ins[6:0] )
			OP_R_TYPE: begin
				ctrl_aluOp = 2'b10;
				regWrite = 1'b1;
			end
			OP_I_TYPE: begin
				ctrl_aluOp = 2'b11;
				ctrl_aluSrc = 2'b01;
				regWrite = 1'b1;
			end
			OP_AUIPC: begin
				ctrl_aluSrc = 2'b11;
				regWrite = 1'b1;
			end
			OP_BEQ: begin
				ctrl_aluOp = 2'b01;
				ctrl_beq = 1'b1;
			end
			OP_JAL: begin
				ctrl_jal = 1'b1;
				regWrite = 1'b1;
				ctrl_regSrc = RegSrc_PC_4;	 
			end
			OP_JALR: begin
				ctrl_aluSrc = 2'b01;
				ctrl_jalr = 1'b1;
				regWrite = 1'b1;
				ctrl_regSrc = RegSrc_PC_4;	 
			end
			OP_LW: begin
				ctrl_regSrc = RegSrc_Mem;
				ctrl_aluSrc = 2'b01;
				regWrite = 1'b1;
			end
			OP_SW: begin
				ctrl_mem_wen_D = 1'b1;
				ctrl_aluSrc = 2'b01;
			end
		endcase
    end
    always @(*) begin
		case( ins[6:0] )
			OP_AUIPC:	immGen_out = {ins[31:12], 12'b0};
			OP_JAL:		immGen_out = { {11{ins[31]}}, ins[31], ins[19:12], ins[20], ins[30:21], 1'b0};
			OP_SW:		immGen_out = { {20{ins[31]}}, ins[31:25], ins[11:7] };
			OP_BEQ:		immGen_out = { {19{ins[31]}}, ins[31], ins[7], ins[30:25], ins[11:8], 1'b0 };
			OP_I_TYPE, OP_JALR, OP_LW: immGen_out = { {20{ins[31]}}, ins[31:20] };
			default:	immGen_out = 32'b0;
		endcase
    end
	always @(*) begin
		alu_input = 3'b010;
		ctrl_mulValid = 1'b0;
		alu_regSrc = alu_out;
		case ( ctrl_aluOp )
			2'b01: alu_input = 3'b110;
			2'b10: begin
				case ( ins[31:25] )
					7'b0000001: begin
						ctrl_mulValid = 1'b1;
						alu_regSrc = mul_out;				 
					end
					7'b0100000: alu_input = 3'b110;
				endcase
			end
			2'b11: begin
				case ( ins[14:12] )
					3'b001, 3'b101: alu_regSrc = shift_out; 
					3'b010: begin
						alu_regSrc = {31'b0, alu_out[31]};
						alu_input = 3'b110;
					end
				endcase
			end
		endcase
	end
	assign alu_A = ctrl_aluSrc[1] ? PC : rs1_data;
	assign alu_B = ctrl_aluSrc[0] ? immGen_out : rs2_data;
	assign alu_zero = alu_out ? 0 : 1;
	always @(*) begin
		case (alu_input)
			3'b010: alu_out = alu_A + alu_B;
			3'b110: alu_out = alu_A - alu_B;
			default:
				alu_out = 32'b0;
		endcase
	end
	wire [4:0] shift_amt;
	assign shift_amt = ins[24:20];
	wire signed [93:0] shift_tmp;
	assign shift_tmp = rs1_data;
	assign shift_out = ins[30] ? shift_tmp >>> shift_amt : shift_tmp << shift_amt;
	multDiv mul(
		.clk(clk),
		.rst_n(rst_n),
		.valid(ctrl_mulValid),
		.ready(mul_done),
		.mode(1'b0),
		.in_A(rs1_data),
		.in_B(rs2_data),
		.out(mul_out)
	);
	assign rs1 = ins[19:15];
	assign rs2 = ins[24:20];
	assign rd = ins[11:7];
	always @(*) begin
		case(ctrl_regSrc)
			default: rd_data = 32'b0;
			RegSrc_ALU: rd_data = alu_regSrc;
			RegSrc_PC_4: rd_data = PC + 4;
			RegSrc_Mem: rd_data = mem_rdata_D;
		endcase
	end
    always @(posedge clk or negedge rst_n) begin
        if (!rst_n) begin
            PC <= 32'h00010000;  
        end
        else begin
            PC <= PC_nxt;
        end
    end
endmodule
module reg_file(clk, rst_n, wen, a1, a2, aw, d, q1, q2);
    parameter BITS = 32;
    parameter word_depth = 32;
    parameter addr_width = 5;  
    input clk, rst_n, wen;  
    input [BITS-1:0] d;
    input [addr_width-1:0] a1, a2, aw;
    output [BITS-1:0] q1, q2;
    reg [BITS-1:0] mem [0:word_depth-1];
    reg [BITS-1:0] mem_nxt [0:word_depth-1];
    integer i;
    assign q1 = mem[a1];
    assign q2 = mem[a2];
    always @(*) begin
        for (i=0; i<word_depth; i=i+1)
            mem_nxt[i] = (wen && (aw == i)) ? d : mem[i];
    end
    always @(posedge clk or negedge rst_n) begin
        if (!rst_n) begin
            mem[0] <= 0;
            for (i=1; i<word_depth; i=i+1) begin
                case(i)
                    32'd2: mem[i] <= 32'hbffffff0;
                    32'd3: mem[i] <= 32'h10008000;
                    default: mem[i] <= 32'h0;
                endcase
            end
        end
        else begin
            mem[0] <= 0;
            for (i=1; i<word_depth; i=i+1)
                mem[i] <= mem_nxt[i];
        end       
    end
endmodule
module multDiv(clk, rst_n, valid, ready, mode, in_A, in_B, out);
    input         clk, rst_n;
    input         valid, mode;  
    input  [31:0] in_A, in_B;
    output [63:0] out;
    output ready;
    parameter S_IDLE = 2'b00;
    parameter S_MULT = 2'b01;
    parameter S_DIVI = 2'b10;
    parameter S_DONE = 2'b11;
    reg  [ 1:0] state_r, state_w;
    reg  [ 4:0] cnt_r, cnt_w;
    reg  [63:0] shreg_r, shreg_w;
    reg  [31:0] alu_in_r, alu_in_w;
    wire  [32:0] alu_out;
    assign out = (state_r == S_DONE) ? shreg_r : 64'b0;
    assign ready = ( valid && state_r != S_DONE ) ? 1'b0 : 1'b1;
    always @(*) begin
        state_w = state_r;
        cnt_w = cnt_r;
        case(state_r)
            S_IDLE: begin
                if (valid) begin
                    state_w = mode ? S_DIVI : S_MULT;
                    cnt_w = 31;
                end
            end
            S_MULT, S_DIVI: begin
                state_w = (cnt_r == 0) ? S_DONE : state_w;
                cnt_w = (cnt_r == 0) ? cnt_w : cnt_r - 1;
            end
            S_DONE: state_w = S_IDLE;
        endcase
    end
    always @(*) begin
        alu_in_w = alu_in_r;
        case(state_r)
            S_IDLE: begin
                if (valid) alu_in_w = in_B;
            end
            S_DONE: alu_in_w = 0;
        endcase
    end
    assign alu_out = (state_r == S_MULT) ? shreg_r[63:32] + alu_in_r : shreg_r[62:31] - alu_in_r;
    always @(*) begin
        shreg_w = shreg_r;
        case(state_r)
            S_IDLE: if (valid) shreg_w = mode ? {32'b0, in_A} : {32'b0, in_A};
            S_MULT: shreg_w = shreg_r[0] ? {alu_out, shreg_r[31:1]} : (shreg_r >> 1);
            S_DIVI: shreg_w = alu_out[32] ?  (shreg_r << 1) : {alu_out[31:0], shreg_r[30:0], 1'b1};
        endcase
    end
    always @(posedge clk or negedge rst_n) begin
        if (!rst_n) begin
            state_r <= S_IDLE;
            cnt_r <= 0;
            shreg_r <= 0;
            alu_in_r <= 0;
        end
        else begin
            state_r <= state_w;
            cnt_r <= cnt_w;
            shreg_r <= shreg_w;
            alu_in_r <= alu_in_w;
        end
    end
endmodule
```
==> notes.md <==
Entry: Yosys synthesis followed by OpenROAD place and route.

CTS:
- In this run the deepest clock path goes through 3 buffers.
- The run puts the number of clock sinks at 1128.
- The run gives the buffer count from post-CTS setup fixing as 0.
- Looking at the clock tree report, the root buffer type is clkbuf_16.
- TritonCTS built the clock tree.
- The run gives the total clock buffers created by CTS as 133.
- After clock tree synthesis, the clock-pin slew on the worst setup and hold paths is 60 ps.
- Buffers inserted to repair hold after CTS numbered 0.
- For the worst-skew pair, the clock arrives at the later sink with an insertion delay of 850 ps.
- Post-CTS repair changed the size of 0 cells.
- The clock H-tree reported by CTS has 4 levels.

Yosys:
- The run puts the cell area after synthesis at 66640 um^2.
- The run gives the sequential-to-total area share from yosys stat as 42.42%.
- The run puts the fraction of registers with async set/reset at 100.0%.
- The run gives the main flop type after synthesis as dfrtp_1.
- The run puts the cell count after synthesis at 7733.
- The run puts the post-synthesis cell count from yosys at 7733.
- The synthesized netlist contains 110 unique library cells.
- The run gives the post-synthesis area per instance as 8.618 um^2.
- The run puts the number of warning messages in the yosys log at 6.
- The run gives the number of synthesized register bits as 1128.
- The run puts the synthesis area per yosys at 66640 um^2.
- The run gives the number of synthesized flops with an enable pin as 0.

Critical path:
- The most critical setup path has its endpoint at mem_addr_D[30].
- The worst register-to-register path begins at reg0.mem[27][5].
- The worst setup path is captured at an output pin.
- The run puts the data arrival time at the worst-slack endpoint at 13850 ps.
- For flop-to-flop paths, the worst setup slack is 17640 ps.
- STA lists the maximum fanout along the critical path as 56.
- The run gives the critical path required time as 21760 ps.
- The run puts the cell depth of the worst flop-to-flop path at 27.
- Per the timing report, the most critical flop-to-flop path finishes at PC[26].
- The critical path in this run is classified as input pin to output pin.
- STA classifies the critical path startpoint as an input pin.
- The run gives the worst setup path startpoint as mem_rdata_I[24].

Final timing:
- The run puts the transition time of the tightest slew-check pin at 1095 ps.
- The run gives the worst hold margin as 486.3 ps.
- The run gives the clock skew as 68.38 ps.
- The run gives the normalized max-slew margin as 25.10%.
- The run gives the highest achievable clock rate as 51.83 MHz.
- For the finished layout, the period the worst path requires is 19290 ps.
- The final timing report lists a hold violation count of 0.
- Per the final report, max-transition violations number 0.
- Setup repair after global routing left no endpoint under its margin.
- The run gives the number of setup violations in the final report as 0.
- The run puts the total negative slack at 0 ps.
- The run gives the final cycle utilization of the critical path as 70.93%.

Global routing:
- Global routing used 22.70% of the available met3 tracks.
- The number of global-route vias before repair is 66440.
- Per the GRT congestion report, total overflow comes to 0.
- The run gives the global-route usage over all layers as 37.35%.
- The run puts the global-route track usage on met2 at 49.62%.
- The run gives the routing layer with the top usage in global route as met2.
- The run gives the first-pass GRT wire length as 557.8 mm.
- The number of antenna violations at the first check in global routing is 44.
- The run gives the met1 usage in global routing as 46.27%.
- The run gives the pin count of the biggest net entering global routing as 128.

Place:
- The run gives the number of cells in the design after placement as 10470.
- For this run the detailed placement stage logged an HPWL of 266.7 mm.
- The run gives the count of input and output buffers as 162.
- The run gives the final weighted congestion in routability-driven placement as 1.050.

Floorplan:
- The run puts the number of primary I/O pins at 163.
- In this run the standard cell core region covers 220200 um^2.
- The run puts the horizontal die dimension at 473.3 um.
- The run puts the die area at 224000 um^2.
- The run gives the site row count as 172.
- Before placement the cells fill 30.27% of the core.
- The run gives the vertical die size as 473.3 um.

Cells and area:
- Leaving out filler cells and counting taps, the final layout contains 10760.
- The run puts the final design utilization at 35.08%.
- The layout summary lists the proportion of cells stronger than drive strength 1 as 11.22%.
- In the layout the commonest cells are nand2_1 (1282), o21ai_0 (1107), dfrtp_1 (1096).
- Counting only logic cells after layout, the most numerous master is nand2_1.
- The run puts the synthesis-to-layout area growth at 15.88%.

Run status:
- The run finished with clean final reports.

Power and ir drop:
- The run puts the leakage power total at 34.26 nW.
- The run gives the post-route total power as 0.006090 W.
- The run gives the total power per unit cell area as 78.87 nW/um^2.
- The run puts the worst vdd rail ir drop at 0.07424 mV.

Route:
- The run gives the total via count in the routed design as 69850.
- Wires add up to 411.2 mm.
- The run gives the count of antenna-violating nets left after detailed routing as 0.
- In the log, the iteration count for the first detailed-route pass is 9.
- The run gives the average wire per cell in the routed design as 38.21 um.
- The run gives the number of vias per cell after detailed routing as 6.490.
- The run gives the number of remaining DRC errors as 0.
- The run gives the count of routing violations after the opening detailed-route iteration as 9130.

Hold path:
- Note that the worst hold path type here is flop to flop.
- Along the worst hold path, the cell count comes to 2.

Run:
- The run puts the OpenROAD warning count at 48.
- The run gives the number of violations of the max-capacitance limit as 0.
==> registers in the layout (all words and copies together) (netlist names) <==
name,cells
PC,32
mul.alu_in_r,32
mul.cnt_r,5
mul.shreg_r,64
mul.state_r,3
reg0.mem,992
==> layout make-up <==
cell class              count  area (um^2)
fillers                 22140       142900
clock buffers             186         3759
repair buffers            506         4242
inverters                  59        221.5
diodes                     56        140.1
well taps                2958         3701
flip-flops and latches   1128        28270
multi-input cells        5817        36010
clock inverters            52        884.6
==> metal layers <==
metal  share of wire, %  up-vias
met2                 40     5650
met5               0.10        -
li1                   -    28330
met4                7.5       46
met1                 37    34110
met3                 16     1714
==> cells by family (layout without fill, tap and decap cells) <==
kind of cell | count (synthesis) | after routing | share of synthesized area [%]
AND/OR/NAND/NOR | 2836 | 2836 | 20.20
AND-OR/OR-AND | 2512 | 2512 | 24.20
flip-flops | 1128 | 1128 | 42.42
buffers and inverters | 788 | 803 | 4.855
multiplexers | 234 | 234 | 4.615
XOR/XNOR | 134 | 134 | 1.784
adder cells (fa/ha/maj) | 101 | 101 | 1.930
other | 0 | 56 | 0
==> where the power goes <==
group	switching (W)	internal [W]
combinational	0.00148	0.000627
clock	0.000819	0.00111
sequential	0.000211	0.00184
total	0.00251	0.00358
==> stage by stage <==
stage / instance area (um^2) / worst slack, ps
4_1_cts: 77080 / 8035
5_1_grt: 77140 / 7651
3_3_place_gp: 72440 / 8005
3_5_place_dp: 72440 / 8046
2_1_floorplan: 66640 / 11170
6_report: 77220 / 7906
==> worst min-delay path by stage <==
stage | from | endpoint | slack [ps]
global route | reg0.mem[2][22] | reg0.mem[2][22] | 490
CTS | reg0.mem[2][22] | reg0.mem[2][22] | 490
finish | reg0.mem[2][22] | reg0.mem[2][22] | 490
==> synthesized netlist by cell type (12+ instances only) <==
| cell | n | share of area (%) |
|---|---|---|
| a2111oi_0 | 119 | 1.6 |
| mux2i_1 | 152 | 2.3 |
| a221oi_1 | 67 | 0.88 |
| nor2_1 | 343 | 1.9 |
| o221ai_1 | 13 | 0.17 |
| a222oi_1 | 19 | 0.29 |
| a21oi_1 | 164 | 1.2 |
| a22o_1 | 99 | 1.3 |
| a21o_1 | 60 | 0.68 |
| nor2b_1 | 32 | 0.30 |
| xnor2_1 | 85 | 1.1 |
| dfstp_2 | 31 | 1.2 |
| o31ai_1 | 12 | 0.14 |
| nand2b_1 | 31 | 0.29 |
| buf_2 | 96 | 0.72 |
| a31oi_1 | 28 | 0.26 |
| or4_1 | 38 | 0.43 |
| nand3_1 | 264 | 2.0 |
| nor4_1 | 26 | 0.24 |
| a22oi_1 | 521 | 5.9 |
| dfrtp_1 | 1097 | 41 |
| o21a_1 | 18 | 0.20 |
| inv_1 | 57 | 0.32 |
| mux4_2 | 56 | 1.9 |
| buf_1 | 34 | 0.19 |
| o21ai_1 | 78 | 0.59 |
| a211oi_1 | 33 | 0.37 |
| mux2_2 | 26 | 0.44 |
| xor2_1 | 48 | 0.63 |
| nand2_1 | 1312 | 7.4 |
| nand4_1 | 131 | 1.2 |
| o21ai_0 | 1110 | 8.3 |
| o211ai_1 | 21 | 0.24 |
| o22ai_1 | 21 | 0.20 |
| and3_1 | 417 | 3.9 |
| a32oi_1 | 15 | 0.20 |
| nor3_1 | 67 | 0.50 |
| clkbuf_1 | 566 | 3.2 |
| or2_2 | 15 | 0.14 |
| or3_1 | 19 | 0.18 |
| o21bai_1 | 14 | 0.16 |
| and2_1 | 46 | 0.43 |
| and4_1 | 16 | 0.21 |
| ha_1 | 98 | 1.8 |
| buf_4 | 24 | 0.27 |
==> worst max-delay path: stages <==
cell and delay [ps]:
buf_4 290, buf_4 630, nor2b_4 160, buf_4 430, and3_1 310, a2111oi_0 480, and4_1 280, nand4_1 560
mux2i_1 440, or4b_4 540, nor3_1 540, a21oi_1 170, xnor2_1 160, ha_1 420, and3_1 220, nand2_1 70
nor3_1 480, o31ai_1 210, a21oi_1 390, a21oi_1 160, o31ai_1 300, xor2_1 510, clkdlybuf4s50_1 570
No activity file was given, so power comes from the tool's default toggle rates.
